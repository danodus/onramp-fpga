`design/flow/config.mk`:
```
export PLATFORM = sky130hd
export DESIGN_NAME = timer
export DESIGN_NICKNAME = timer
export VERILOG_FILES = /design/flow/design.v
export SDC_FILE = /design/flow/constraint.sdc
export NUM_CORES = 4
export LEC_CHECK = 1
export CORE_UTILIZATION = 40
```
`design/flow/constraint.sdc`:
```
current_design timer

set clk_period 9.7
set clk_io_pct 0.2

create_clock -name clk0 -period $clk_period [get_ports {i_clk}]

set non_clock_inputs [all_inputs -no_clocks]
set_input_delay [expr $clk_period * $clk_io_pct] -clock clk0 $non_clock_inputs
set_output_delay [expr $clk_period * $clk_io_pct] -clock clk0 [all_outputs]
```
`design/flow/design.v`:
```
`default_nettype none
module timer #(
    parameter FREQ_HZ = 25_000_000
) (
    input wire i_clk,
    input wire i_rst,
    input wire [3:0] i_addr,
    input wire i_stb,
    output wire [31:0] o_dat_r,
    output wire o_ack
);
    reg [15:0] counter;
    reg [63:0] milliseconds;
    always @(posedge i_clk) begin
        if (i_rst) begin
            counter <= 16'd0;
            milliseconds <= 64'd0;
        end else begin
            if (counter >= 16'(FREQ_HZ / 1_000)) begin
                milliseconds <= milliseconds + 64'd1;
                counter <= 16'd0;
            end else begin
                counter <= counter + 16'd1;
            end
        end
    end
    assign o_ack = i_stb;
    assign o_dat_r = (i_addr == 4'd0) ? milliseconds[31:0] :
                     (i_addr == 4'd4) ? milliseconds[63:32] :
                     32'd0;
endmodule
```
`design/flow/run.sh`:
```
#!/bin/bash
# OpenROAD 26Q1-2900-gdf79404cd8, Yosys 0.63+post, stock flow scripts
make -C /OpenROAD-flow-scripts/flow DESIGN_CONFIG=/design/flow/config.mk WORK_HOME=/design/flow/orfs finish
```
==> results.rst <==
Flow metrics
------------

.. list-table::
   :header-rows: 1

   * - Metric
     - Value
   * - Status
     - complete, no violations
   * - Worst vdd ir
     - 0.00005408 V
   * - Pin count of the biggest net entering global routing
     - 69
   * - Instance area at placement
     - between 0.004 and 0.005 mm^2
   * - # rows
     - 37
   * - Largest combinational cell category by area
     - simple AND/OR/NAND/NOR gates
   * - Summed standard-cell area reported by yosys
     - 0.004260 mm^2
   * - Horizontal die dimension
     - 105.2 um
   * - Cells after Synth
     - about 530
   * - Synth area leader
     - sky130_fd_sc_hd__dfxtp_1
   * - Final wirelength
     - around 11,000 um
   * - Area of the die
     - 0.01107 mm^2
   * - Starting density of the core
     - about 41%
   * - Total chip power
     - roughly 630 uW
   * - Yosys Instances
     - 526
   * - Post-Synth XOR/XNOR Area
     - ~4.5%
   * - Count of max-cap constraint violations
     - 0
   * - Met1 routing resource usage after global routing
     - between 30% and 40%
   * - Combined area of all synthesized cells
     - 0.004260 mm^2
   * - GRT met2 Usage
     - 29.14%
   * - Clock tree from TritonCTS
     - built
   * - Part of the cycle the worst path needs
     - about three fifths
   * - Number of gates given a new drive strength after cts
     - 0
   * - CTS clk-pin slew, worst paths
     - 0.08 ns
   * - Top cells, area
     - sky130_fd_sc_hd__dfxtp_1 38%, sky130_fd_sc_hd__a22o_1 6.6%, sky130_fd_sc_hd__a21oi_1 6.2%
   * - Number of slew-limit violations in the final report
     - 0
   * - Pre-antenna DRT Iters
     - 5
   * - Die extent in y
     - ~110 um
   * - Worst hold margin
     - ~0.47 ns
   * - Post-placement worst setup slack
     - 4.031 ns
   * - Cell area after layout
     - about 0.005 mm^2
   * - Relative slew slack
     - between 30% and 40%
   * - Global-route wire length before repair
     - 18,450 um
   * - Grt total ovfl
     - 0
   * - Standby leakage power
     - 1.412 nW
   * - Sequential cell area in the final layout
     - around 0.0016 mm^2
   * - Mean routed wirelength per cell
     - roughly 16 um
   * - Synthesized-area fraction occupied by ao, oa, aoi and oai cells
     - a little under a quarter
   * - Yosys synthesis warning count
     - 1
   * - Via count
     - a little over 4,000
   * - Remaining design rule violation count
     - 0
   * - Crit Path Class
     - input pin to output port
   * - Number of setup buffers added after CTS
     - 0
   * - Ordered cell list for the critical path
     - clkdlybuf4s50_1, nor4b_2, buf_4, a22o_1, clkdlybuf4s50_1
   * - Post-route non-filler standard cell count
     - roughly 690
   * - WP data required
     - approximately 7.8 ns
   * - Final setup violating endpoints
     - 0
   * - Fill cell instance count of the final layout
     - 990
   * - Ratio of routed vias to standard cells
     - 5.932
   * - Antenna violation net count after detailed routing
     - 0
   * - Drt first-iter violations
     - 265
   * - Input/output buffers
     - 37
   * - Total inserted antenna cells
     - 0
   * - CTS H-tree lvls
     - 3
   * - TritonCTS buffer count
     - 9
   * - Crit end category
     - output port
   * - Global-route usage over all layers
     - 21.09%
   * - Average cell area after synthesis
     - roughly 8.1 um^2
   * - Core Region
     - 0.01032 mm^2
   * - Upper clock frequency limit
     - around 180 MHz
   * - Type of the tightest min-delay check
     - flip-flop to flip-flop
   * - Register share after synthesis
     - a little under two fifths
   * - Final hold violations
     - 0
   * - Kind of start point of the critical path
     - input pin
   * - Flip-flops with a built-in enable
     - 0
   * - Proportion of register bits with asynchronous set or reset after synthesis
     - 0%
   * - CP max stage cell
     - sky130_fd_sc_hd__clkdlybuf4s50_1
   * - Max Buffers Root-to-Sink
     - 2
   * - Root buffer cell
     - sky130_fd_sc_hd__clkbuf_8
   * - Crit path setup slack, layout
     - around 4 ns
   * - Unrepaired setup endpoints after global routing
     - false
   * - Crit path time final
     - about 5.7 ns
   * - Late-Pin Clk Latency
     - 0.35 ns
   * - Maximum fanout along the worst path
     - 32
   * - Util after Layout
     - approximately 48%
   * - Hold-fix buffer count after cts
     - 0
   * - Adder-Cell Fraction of Synth Area
     - less than 1%
   * - Cell Type Count
     - 48
   * - Half-perimeter wire length of the detailed placement result
     - 7485 um
   * - Vias in the first global route
     - approximately 3,600
   * - Library cell appearing most often on the critical path
     - sky130_fd_sc_hd__clkdlybuf4s50_1
   * - Most used routing layer in global routing
     - met1
   * - Proportion of netlist area held by the largest area contributor
     - between 30% and 40%
   * - Multiplexer share
     - less than 1%
   * - I/O pin count
     - ~40
   * - Flip-flop and latch count after synthesis
     - 80
   * - Clock sink total
     - 80
   * - Met3 track utilization from global routing
     - 2.541%
   * - Post-Synth Simple-Gate Area
     - 28.55%
   * - Number of placed instances with taps included
     - around 670
   * - Commonest flop
     - sky130_fd_sc_hd__dfxtp_1
   * - Area growth from synthesis to layout
     - 16.12%
   * - CP max stage delay
     - roughly 0.48 ns
   * - Footprint of the multi-input gates
     - between 0.002 and 0.0025 mm^2
   * - Gp weighted congestion
     - just under 0.9
   * - Fraction of final layout cells sized beyond drive strength 1
     - 6.884%
   * - Total tool warning count
     - 27
   * - Cell Pwr Density
     - between 100 and 150 mW/mm^2
   * - Transition time of the tightest slew-check pin
     - a little under 1 ns
   * - Final setup TNS
     - 0 ns
   * - Antenna violations before repair
     - 0
   * - Arrival time of the worst setup path
     - between 3 and 4 ns
   * - Clock skew
     - 0.01159 ns
==> cell usage after synthesis (all sizes together) (5+ instances only) <==
cell and n:
dfxtp 80, a21oi 53, nor2 47, nand3 34, a22o 32, nand2 31
or4 29, clkbuf 27, o31ai 27, or3 26, o21ai 23, nand4 22
xnor2 13, inv 12, xor2 9, nor4 8, buf 6, and3 5
==> flip-flops by register name, summed over array words and instances, names as in the netlist <==
| name | cells |
|---|---|
| counter | 16 |
| milliseconds | 64 |
==> worst max-delay path: cells and delay by family <==
family	cells	cell delay, ns
AND-OR/OR-AND	1	0.22
buffers and inverters	3	1.30
AND/OR/NAND/NOR	1	0.29
==> power breakdown <==
part | switching (mW) | total, mW | internal (mW)
logic | 0.0126 | 0.0175 | 0.00484
clock network | 0.121 | 0.279 | 0.158
registers | 0.00153 | 0.331 | 0.330
==> cells in the final DEF (no fill, tap or decap), types with 2 or more instances in the layout <==
master,count
sky130_fd_sc_hd__a21oi_1,53
sky130_fd_sc_hd__nand2b_1,2
sky130_fd_sc_hd__or4_1,28
sky130_fd_sc_hd__a22o_1,32
sky130_fd_sc_hd__o211ai_1,3
sky130_fd_sc_hd__nand2_1,31
sky130_fd_sc_hd__a211oi_1,3
sky130_fd_sc_hd__buf_4,7
sky130_fd_sc_hd__nor3_1,3
sky130_fd_sc_hd__clkdlybuf4s50_1,36
sky130_fd_sc_hd__mux2_2,3
sky130_fd_sc_hd__nor2_1,47
sky130_fd_sc_hd__and3_1,5
sky130_fd_sc_hd__inv_1,12
sky130_fd_sc_hd__clkbuf_8,11
sky130_fd_sc_hd__nand3_1,34
sky130_fd_sc_hd__o21ai_0,22
sky130_fd_sc_hd__or2_2,4
sky130_fd_sc_hd__a2111oi_0,2
sky130_fd_sc_hd__nor4_1,5
sky130_fd_sc_hd__ha_1,3
sky130_fd_sc_hd__nand4_1,21
sky130_fd_sc_hd__xor2_1,9
sky130_fd_sc_hd__nor4_2,3
sky130_fd_sc_hd__xnor2_1,13
sky130_fd_sc_hd__or3_1,25
sky130_fd_sc_hd__bufinv_16,2
sky130_fd_sc_hd__o31ai_1,27
sky130_fd_sc_hd__dfxtp_1,80
sky130_fd_sc_hd__nor2b_1,4
==> metal layers <==
| metal | part of all wire, % | up-vias | routed length, um |
|---|---|---|---|
| li1 | - | 2043 | - |
| met1 | 51 | 1925 | 5709 |
| met2 | 42 | 98 | 4687 |
| met3 | 5.0 | 15 | 553 |
| met4 | 1.4 | 0 | 155 |
| met5 | 0 | - | 0 |
==> logic make-up after synthesis <==
group	after synthesis
multiplexers	3
AND/OR/NAND/NOR	221
adder cells (fa/ha/maj)	3
XOR/XNOR	22
buffers and inverters	45
AND-OR/OR-AND	151
other	1
flip-flops	80
==> cell type report <==
cell class	count	area share, %
Inverter	12	0.9105
Sequential cell	80	32.37
Multi-Input combinational cell	401	50.38
Tap cell	136	3.440
Timing Repair Buffer	44	8.447
Clock inverter	3	1.315
Clock buffer	12	3.136
==> worst paths after layout <==
check	startpoint	end	slack [ns]	cells after the start
worst max-delay path	i_addr[1]	o_dat_r[4]	4.01	5
worst min-delay path	counter[0]$_SDFF_PP0_	counter[0]$_SDFF_PP0_	0.47	1
worst max register to register	counter[12]$_SDFF_PP0_	counter[3]$_SDFF_PP0_	6.83	5
worst min register to register	counter[0]$_SDFF_PP0_	counter[0]$_SDFF_PP0_	0.47	1
Power and IR drop assume default switching activity.
