==> /design/flow/design.v <==
`default_nettype none
module div #(parameter WIDTH=32) (   
    input                  i_rst,    
    input                  i_clk,    
    input                  i_start,  
    output reg             o_busy,   
    output reg             o_done,   
    output reg             o_valid,  
    output reg             o_dbz,    
    input      [WIDTH-1:0] i_a,      
    input      [WIDTH-1:0] i_b,      
    output reg [WIDTH-1:0] o_val,    
    output reg [WIDTH-1:0] o_rem     
);
    reg [WIDTH-1:0] b1;              
    reg [WIDTH-1:0] quo, quo_next;   
    reg [WIDTH:0] acc, acc_next;     
    reg [$clog2(WIDTH)-1:0] i;       
    always @(*) begin
        if (acc >= {1'b0, b1}) begin
            acc_next = acc - b1;
            {acc_next, quo_next} = {acc_next[WIDTH-1:0], quo, 1'b1};
        end else begin
            {acc_next, quo_next} = {acc, quo} << 1;
        end
    end
    always @(posedge i_clk) begin
        o_done <= 0;
        if (i_start) begin
            o_valid <= 0;
            i <= 0;
            if (i_b == 0) begin   
                o_busy <= 0;
                o_done <= 1;
                o_dbz <= 1;
            end else begin
                o_busy <= 1;
                o_dbz <= 0;
                b1 <= i_b;
                {acc, quo} <= {{WIDTH{1'b0}}, i_a, 1'b0};   
            end
        end else if (o_busy) begin
            if (i == {$clog2(WIDTH){1'b1}}) begin   
                o_busy <= 0;
                o_done <= 1;
                o_valid <= 1;
                o_val <= quo_next;
                o_rem <= acc_next[WIDTH:1];   
            end else begin   
                i <= i + 1;
                acc <= acc_next;
                quo <= quo_next;
            end
        end
        if (i_rst) begin
            o_busy <= 0;
            o_done <= 0;
            o_valid <= 0;
            o_dbz <= 0;
            o_val <= 0;
            o_rem <= 0;
        end
    end
endmodule
`default_nettype none
module or32(
    input               i_rst,
    input               i_clk,
    output reg [31:0]   o_addr,
    output reg [31:0]   o_dat_w,
    output reg [3:0]    o_we,
    input      [31:0]   i_dat_r,
	output reg          o_stb,
	input               i_ack
);
    localparam FETCH      = 4'd0;
    localparam FETCH_WAIT = 4'd1;
    localparam EXECUTE    = 4'd2;
    localparam LOAD       = 4'd3;
    localparam LOAD_WAIT  = 4'd4;
    localparam STORE      = 4'd5;
    localparam STORE_WAIT = 4'd6;
    localparam DIV_WAIT   = 4'd7;
    reg [31:0] regs[16];
    reg [3:0] state;
    reg [31:0] instr;
    wire [7:0] opcode = instr[7:0];
    wire [7:0] arg1 = instr[15:8];
    wire [7:0] arg2 = instr[23:16];
    wire [7:0] arg3 = instr[31:24];
    wire [31:0] arg1_val = (arg1[7:4] == 4'h8) ? regs[arg1[3:0]] : (arg1[7:4] < 4'h8) ? {24'h0, arg1} : {24'hFFFFFF, arg1}; 
    wire [31:0] arg2_val = (arg2[7:4] == 4'h8) ? regs[arg2[3:0]] : (arg2[7:4] < 4'h8) ? {24'h0, arg2} : {24'hFFFFFF, arg2}; 
    wire [31:0] arg3_val = (arg3[7:4] == 4'h8) ? regs[arg3[3:0]] : (arg3[7:4] < 4'h8) ? {24'h0, arg3} : {24'hFFFFFF, arg3}; 
    wire [31:0] next_ip = regs[4'hF] + 32'h4;
    wire [31:0] addr = arg2_val + arg3_val;
    reg div_start;
    wire div_done;
    reg [31:0] div_a, div_b;
    wire [31:0] div_val;
    div div(
        .i_rst(i_rst),
        .i_clk(i_clk),
        .i_start(div_start),
        .o_busy(),
        .o_done(div_done),
        .o_valid(),
        .o_dbz(),
        .i_a(div_a),
        .i_b(div_b),
        .o_val(div_val),
        .o_rem()
    );
    always @(posedge i_clk) begin
        if (i_rst) begin
            state <= FETCH;
            o_we <= 4'h0;
            o_stb <= 1'b0;
            regs[4'hE] <= 32'h00000000;
            regs[4'hF] <= 32'h00000000;
            div_start <= 1'b0;
        end else begin
            case (state)
                FETCH: begin
                    o_addr <= regs[4'hF];
                    regs[4'hF] <= next_ip;
                    o_stb <= 1'b1;
                    state <= FETCH_WAIT;
                end
                FETCH_WAIT: begin
                    o_stb <= 1'b0;
                    if (i_ack) begin
                        instr <= i_dat_r;
                        state <= EXECUTE;
                    end
                end
                EXECUTE: begin
                    state <= FETCH;
                    if (opcode[7:4] == 4'h7) begin
                        case (opcode[3:0])
                            4'h0:
                                regs[arg1[3:0]] <= arg2_val + arg3_val;
                            4'h1:
                                regs[arg1[3:0]] <= arg2_val - arg3_val;
                            4'h2:
                                regs[arg1[3:0]] <= arg2_val * arg3_val;
                            4'h3: begin
                                div_a <= arg2_val;
                                div_b <= arg3_val;
                                div_start <= 1'b1;
                                state <= DIV_WAIT;
                            end
                            4'h4:
                                regs[arg1[3:0]] <= arg2_val & arg3_val;
                            4'h5:
                                regs[arg1[3:0]] <= arg2_val | arg3_val;
                            4'h6:
                                regs[arg1[3:0]] <= arg2_val << arg3_val;
                            4'h7:
                                regs[arg1[3:0]] <= arg2_val >> arg3_val;
                            4'h8:
                                state <= LOAD;
                            4'hA:
                                state <= LOAD;
                            4'h9:
                                state <= STORE;
                            4'hB:
                                state <= STORE;
                            4'hC:
                                regs[arg1[3:0]] <= {regs[arg1[3:0]][15:0], arg3, arg2}; 
                            4'hD:
                                regs[arg1[3:0]] <= arg2_val < arg3_val ? 32'd1 : 32'd0;
                            4'hE:
                                if (arg1_val == 32'd0)
                                    regs[4'hF] <= regs[4'hF] + {{{14{arg3[7]}}, arg3, arg2}, 2'b00};
                            4'hF: begin
                            end
                        endcase
                    end
                end
                LOAD: begin
                    o_addr <= {addr[31:2], 2'b0};
                    o_stb <= 1'b1;
                    state <= LOAD_WAIT;
                end
                LOAD_WAIT: begin
                    o_stb <= 1'b0;
                    if (i_ack) begin
                        if (opcode[3:0] == 4'hA) begin
                            case (addr[1:0])
                                2'b00: regs[arg1[3:0]] <= {24'd0, i_dat_r[7:0]};
                                2'b01: regs[arg1[3:0]] <= {24'd0, i_dat_r[15:8]};
                                2'b10: regs[arg1[3:0]] <= {24'd0, i_dat_r[23:16]};
                                2'b11: regs[arg1[3:0]] <= {24'd0, i_dat_r[31:24]};
                            endcase
                        end else begin
                            regs[arg1[3:0]] <= i_dat_r;
                        end
                        state <= FETCH;
                    end
                end
                STORE: begin
                    o_addr <= {addr[31:2], 2'b0};
                    if (opcode[3:0] == 4'hB) begin
                        case (addr[1:0])
                            2'b00: begin
                                o_dat_w <= {24'd0, arg1_val[7:0]};
                                o_we <= 4'b0001;
                            end
                            2'b01: begin
                                o_dat_w <= {16'd0, arg1_val[7:0], 8'd0};
                                o_we <= 4'b0010;
                            end
                            2'b10: begin
                                o_dat_w <= {8'd0, arg1_val[7:0], 16'd0};
                                o_we <= 4'b0100;
                            end
                            2'b11: begin
                                o_dat_w <= {arg1_val[7:0], 24'd0};
                                o_we <= 4'b1000;
                            end
                        endcase
                    end else begin
                        o_dat_w <= arg1_val;
                        o_we <= 4'b1111;
                    end
                    o_stb <= 1'b1;
                    state <= STORE_WAIT;
                end
                STORE_WAIT: begin
                    o_stb <= 1'b0;
                    if (i_ack) begin
                        o_we <= 4'h0;
                        state <= FETCH;
                    end
                end
                DIV_WAIT: begin
                    div_start <= 1'b0;
                    if (div_done) begin
                        regs[arg1[3:0]] <= div_val;
                        state <= FETCH;
                    end
                end
                default: begin
                    state <= FETCH;
                end
            endcase
        end
    end
endmodule
==> /design/flow/run.sh <==
#!/bin/bash
# OpenROAD 26Q1-2900-gdf79404cd8, Yosys 0.63+post, stock flow scripts
make -C /OpenROAD-flow-scripts/flow DESIGN_CONFIG=/design/flow/config.mk WORK_HOME=/design/flow/orfs finish
==> /design/flow/config.mk <==
export PLATFORM = sky130hd
export DESIGN_NAME = or32
export DESIGN_NICKNAME = or32
export VERILOG_FILES = /design/flow/design.v
export SDC_FILE = /design/flow/constraint.sdc
export NUM_CORES = 4
export LEC_CHECK = 1
export CORE_UTILIZATION = 30
==> /design/flow/constraint.sdc <==
current_design or32

set clk_period 31.4
set clk_io_pct 0.2

create_clock -name clk0 -period $clk_period [get_ports {i_clk}]

set non_clock_inputs [all_inputs -no_clocks]
set_input_delay [expr $clk_period * $clk_io_pct] -clock clk0 $non_clock_inputs
set_output_delay [expr $clk_period * $clk_io_pct] -clock clk0 [all_outputs]
==> qor.yml <==
combPwrFrac_pct: 66.1
final-hold-violation-count: 0
die_y_um: 484
avgSynthCellArea_sq_um: 11.0
via_count: 55300
final_core_util_pct: 34.0
io_buffers: 103
arrival_ns: 13.22
first_iter_violations: 4971
gp_congestion: 1.10
p_int_w: 0.00371
place_inst: 9338
startpoint_type: "register"
cts_tree: "built"
crit_path_frequent_cell: "fa_1"
clock_skew_ns: 0.0632
synth_top_area_share_pct: 33.2
fp-utilization_pct: 30.2
period_minus_slack_ns: 12.80
clk_pin_slew_worst_paths_ns: 0.06
slew_headroom_pct: 22.6
insertion_delay_ns: 0.78
worst_slew_pin_slew_ns: 1.16
vdd_drop_max_mv: 0.374
clock_sinks: 834
firstDrtPassIters: 8
max_cap_violations: 0
critical_path_class: "register to register"
ys_area_sq_um: 69600
setup_viol: 0
grt_overflow: 0
most_common_cell: "edfxtp_1"
layout.cells.non_filler: 9530
clockRootBuffer: "clkbuf_16"
outcome: "complete, no violations"
numSynthFlops: 834
num_rows: 176
power.density_nw_per_um2: 92.1
yosysUniqueCellTypes: 109
ctsHoldBuffers: 0
die-area_sq_um: 234000
track_usage_pct: 28.0
critical_path_peak_fanout: 23
preCtsSetupSlack_ns: 19.01
wirelength_um: 313000
reg2reg_depth: 32
finalWorstSetupSlack_ns: 18.60
drtAntennaViolNets: 0
p_sw_w: 0.00349
first_global_vias: 57700
rsz0062_at_grt: "no"
cts_resized: 0
hp-class: "register to register"
cpMaxStageDelayCell: "mux2i_1"
period_used_pct: 40.8
ys_cells: 6319
clock_path_buffers: 3
yosys_warnings: 2
endpoint_kind: "register"
cts_inserted_buffers: 96
routedWlPerCell_um: 32.8
yosysTopAreaCell: "edfxtp_1"
async_reset_ff_share_pct: 0
h-tree-depth: 3
sw_frac_of_total_pct: 48.5
setup_tns_ns: 0
common_cells: "edfxtp_1 (769), nor2_1 (616), inv_1 (610), nand2_1 (598), fa_1 (412)"
drv_slew: 0
syn_area_sq_um: 69600
grt_max_degree: 93
p_clk_share_pct: 16.3
area_leaders: "edfxtp_1 (33%), mux4_2 (13%), fa_1 (12%)"
syn_inst: 6319
grt_pass1_wl_um: 438000
hold_depth: 2
vias_per_cell: 5.80
grt_antenna_before_repair: 19
die_w_um: 484
slowest_delay_ns: 0.90
p_seq_share_pct: 17.5
hpwl_um: 235000
max_freq_ghz: 0.0781
drive_gt1_share_pct: 16.2
ff_type: "edfxtp_1"
p_leak_nw: 30.0
required_ns: 31.82
area_growth_syn_to_layout_pct: 12.3
cts_setup_buffers: 0
drc_errors: 0
tool_warnings: 90
core_area_sq_um: 230000
power_w: 0.00720
num_io_pins: 104
fillers: 22600
synth_seq_share_pct: 35.0
edf_count: 769
cell families after synthesis:
kind of cell | share of synthesized area, %
flops | 35.0
simple gates | 10.9
buf+inv | 6.14
xor+xnor | 2.65
fa+ha+maj | 16.9
compound gates | 10.6
mux | 17.8
sequential cells by signal (all words and copies together), names as in the netlist, named ones only:
signal / flops
regs: 512
div.acc: 33
div.b1: 32
div.o_val: 32
div.quo: 32
div_a: 32
div_b: 32
instr: 32
o_addr: 32
o_dat_w: 32
state: 8
div.i: 5
o_we: 4
div.o_busy: 1
div.o_done: 1
div_start: 1
o_stb: 1
power groups by stage:
stage	clock (W)	sequential (W)	combinational, W
CTS	0.00119	0.00126	0.00458
global route	0.00123	0.00126	0.00510
finish	0.00117	0.00126	0.00476
final cells by class:
cell class	count	area, sq um	share of cell area, %
flip-flops and latches	834	24400	31.2
well taps	3026	3790	4.84
repair buffers	367	3050	3.89
diodes	10	25.0	0.0320
clock buffers	114	2490	3.18
clock inverters	68	813	1.04
inverters	643	2410	3.09
multi-input cells	4468	41200	52.7
layout by cell type (no fill, tap or decap), types with 214 or more instances in the layout:
cell	instances
buf_4	261
nand2_1	597
edfxtp_1	769
inv_1	608
mux2i_1	214
o21ai_0	274
ha_1	283
nor2_1	594
fa_1	412
a21oi_1	331
mux4_2	396
per-layer routing:
layer | part of all wire (%) | GRT usage [%]
met5 | 0.39 | 3.49
met4 | 8.2 | 17.6
met3 | 16 | 18.0
met2 | 43 | 39.8
met1 | 32 | 31.0
worst paths after layout:
kind | from | end | slack [ns]
max | register | regs[6][31] | 18.60
min | o_stb | o_stb | 0.45
max reg2reg | register | regs[6][31] | 18.60
min reg2reg | o_stb | o_stb | 0.45
metrics by stage:
stage | hold slack (ns) | instance area, sq um
6_report | 0.446 | 78200
5_1_grt | 0.457 | 78200
4_1_cts | 0.451 | 78200
3_5_place_dp | 0.437 | 74900
3_3_place_gp | 0.438 | 74900
2_1_floorplan | 0.406 | 69600
worst max-delay path: cells and delay by family, from the launching register on:
kind                       cells  cell delay [ns]
DFF                            1             0.30
muxes                          1             0.90
adders and majority gates      8             3.93
buffers and inverters          8             2.56
AOI/OAI and AO/OA              3             0.76
xor gates and xnor gates       9             2.62
and+or+nand+nor                3             1.22
No activity file was given, so power comes from the tool's default toggle rates.
