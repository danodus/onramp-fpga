==> flow/design.v <==
`default_nettype none
module uart #(
    parameter FREQ_HZ = 25_000_000,
    parameter BAUD_RATE = 115_200
) (
    input wire i_rst,
    input wire i_clk,
    input wire [2:0] i_addr,
    input wire i_stb,
    input wire [3:0] i_we,
    output wire o_ack,
    input wire [31:0] i_dat_w,
    output wire [31:0] o_dat_r,
    output wire o_tx,
    input wire i_rx,
    output wire o_int
);
    assign o_int = 1'b0;
    assign o_ack = i_stb;
    wire [7:0] data_tx, data_rx;
    wire rdy_rx, done_rx, start_tx, rdy_tx;
    uart_rx #(
        .FREQ_HZ(FREQ_HZ),
        .BAUD_RATE(BAUD_RATE)
    ) UART_RX(
        .i_clk(i_clk),
        .i_rst(i_rst),
        .i_rxd(i_rx),
        .i_done(done_rx),
        .o_rdy(rdy_rx),
        .o_data(data_rx)
    );
    uart_tx #(
        .FREQ_HZ(FREQ_HZ),
        .BAUD_RATE(BAUD_RATE)
    ) UART_TX(
        .i_clk(i_clk),
        .i_rst(i_rst),
        .i_start(start_tx),
        .i_data(data_tx),
        .o_rdy(rdy_tx),
        .o_txd(o_tx)
    );
    assign data_tx = i_dat_w[7:0];
    assign start_tx = i_we[0] & i_stb & (i_addr == 3'd0);
    assign done_rx = !i_we[0] & i_stb & (i_addr == 3'd0);
    assign o_dat_r = (i_addr == 3'd0) ? {24'b0, data_rx} :
                     (i_addr == 3'd4) ? {30'b0, rdy_tx, rdy_rx} :
                     32'd0;
endmodule
`default_nettype none
module uart_rx #(
    parameter FREQ_HZ = 25_000_000,
    parameter BAUD_RATE = 115_200
) (
    input wire i_clk,
    input wire i_rst,
    input wire i_rxd,
    input wire i_done,    
    output wire o_rdy,
    output wire [7:0] o_data
);
    wire endtick, midtick, endbit;
    wire [11:0] limit;
    reg run, stat;
    reg Q0, Q1;   
    reg [11:0] tick;
    reg [3:0] bitcnt;
    reg [7:0] shreg;
    reg [3:0] inptr, outptr;
    reg [7:0] fifo [15:0];   
    assign limit = 12'(FREQ_HZ / BAUD_RATE);
    assign endtick = tick == limit;
    assign midtick = tick == {1'b0, limit[11:1]};   
    assign endbit = bitcnt == 8;
    assign o_data = fifo[outptr];
    assign o_rdy = ~(inptr == outptr);
    always @(posedge i_clk) begin
        Q0 <= i_rxd; Q1 <= Q0;
        run <= (Q1 & ~Q0) | ~(i_rst | endtick & endbit) & run;
        tick <= (run & ~endtick) ? tick+1 : 0;
        bitcnt <= (endtick & ~endbit) ? bitcnt + 1 :
            (endtick & endbit) ? 0 : bitcnt;
        shreg <= midtick ? {Q1, shreg[7:1]} : shreg;
        stat <= ~(inptr == outptr) | ~(i_rst | i_done) & stat;
        outptr <= i_rst ? 0 : o_rdy & i_done ? outptr+1 : outptr;
        inptr <= i_rst ? 0 : (endtick & endbit) ? inptr+1 : inptr;
        if (endtick & endbit) fifo[inptr] <= shreg;
    end
endmodule
`default_nettype none
module uart_tx #(
    parameter FREQ_HZ = 25_000_000,
    parameter BAUD_RATE = 115_200
) (
    input wire i_clk,
    input wire i_rst,
    input wire i_start,  
    input wire [7:0] i_data,
    output wire o_rdy,
    output wire o_txd
);
    wire endtick, endbit;
    wire [11:0] limit;
    reg run;
    reg [11:0] tick;
    reg [3:0] bitcnt;
    reg [8:0] shreg;
    assign limit = 12'(FREQ_HZ / BAUD_RATE);
    assign endtick = tick == limit;
    assign endbit = bitcnt == 9;
    assign o_rdy = ~run;
    assign o_txd = shreg[0];
    always @ (posedge i_clk) begin
        run <= (i_rst | endtick & endbit) ? 0 : i_start ? 1 : run;
        tick <= (run & ~endtick) ? tick + 1 : 0;
        bitcnt <= (endtick & ~endbit) ? bitcnt + 1 :
            (endtick & endbit) ? 0 : bitcnt;
        shreg <= (i_rst) ? 1 : i_start ? {i_data, 1'b0} :
            endtick ? {1'b1, shreg[8:1]} : shreg;
    end
endmodule
==> flow/run.sh <==
#!/bin/bash
# OpenROAD 26Q1-2900-gdf79404cd8, Yosys 0.63+post, stock flow scripts
make -C /OpenROAD-flow-scripts/flow DESIGN_CONFIG=/design/flow/config.mk WORK_HOME=/design/flow/orfs finish
==> flow/config.mk <==
export PLATFORM = sky130hd
export DESIGN_NAME = uart
export DESIGN_NICKNAME = uart
export VERILOG_FILES = /design/flow/design.v
export SDC_FILE = /design/flow/constraint.sdc
export NUM_CORES = 4
export LEC_CHECK = 1
export CORE_UTILIZATION = 50
==> flow/constraint.sdc <==
current_design uart

set clk_period 6.5
set clk_io_pct 0.2

create_clock -name clk0 -period $clk_period [get_ports {i_clk}]

set non_clock_inputs [all_inputs -no_clocks]
set_input_delay [expr $clk_period * $clk_io_pct] -clock clk0 $non_clock_inputs
set_output_delay [expr $clk_period * $clk_io_pct] -clock clk0 [all_outputs]
==> GITHUB_STEP_SUMMARY <==
## PnR job results

| Metric | Value |
|---|---|
| Status | complete, no violations |
| Fin Setup TNS | 0 ns |
| Max Buffers Root-to-Sink | 2 |
| Post-synth EDFFs | 144 |
| Leakage | between 2 and 3 nW |
| Max-cap violations | 0 |
| H-Tree Depth | 4 |
| Minimum clock period | 4.62 ns |
| Tot GR Track Use | 0.193 |
| First drt pass iteration count | 4 |
| Yosys cell count | 536 |
| Ys flops | 193 |
| # IOs | 78 |
| Dominant logic cell type in the layout | edfxtp_1 |
| Yosys warnings | 2 |
| OpenROAD warning count | 60 |
| Dominant cell area share | 0.542 |
| CTS sink cnt | approximately 190 |
| MI comb area | 2410 um2 |
| Crit end category | output pin |
| Hold path cells | 0 |
| Routed WL per cell | 17.3 um |
| Vias/cell | around 5.3 |
| First-pass GRT wire length | approximately 22000 um |
| Clock share of power | 0.431 |
| Clock network latency to the later pin of the worst-skew pair | 0.42 ns |
| Global route overflow | 0 |
| Switching share of power | 0.196 |
| Placed cells | 753 |
| Clock skew | around 0.010 ns |
| Final setup vio count | 0 |
| Row count | 45 |
| Setup repair bufs after CTS | 0 |
| Crit path required time | approximately 5.2 ns |
| Cell Area, Placed | 8330 um2 |
| Port-buffer cells | 25 |
| Design area | slightly below 9000 um2 |
| R2r worst-path depth | 5 |
| Fill count | between 1000 and 1500 |
| Post-synth cell types | 42 |
| Internal cell power | 1.90 mW |
| Flop pwr share | 0.556 |
| Vias | ~4200 |
| Maximum clock frequency | roughly 220 MHz |
| Avg Inst Size Synth | 14.9 um2 |
| VDD IR-drop max | 0.000164 V |
| Crit-path max FO | 8 |
| Async SR Flop Fraction | 0 |
| CTS tree | built |
| CP Launch Type | input pin |
| Final hold vios | 0 |
| Die Wd | between 100 and 150 um |
| Combinational share of power | 0.013 |
| Sequential cell area fraction in the yosys report | 0.666 |
| Net Switching | 464 uW |
| Core area | 15400 um2 |
| Clock transition at path regs | 0.07 ns |
| Layout Area Growth over Synthesis | 11.8% |
| Slew headroom | 0.452 |
| Final wirelength | between 10000 and 15000 um |
| Worst hold path class | reg -> reg |
| Chip area | 16500 um2 |
| TritonCTS buffer count | 17 |
| Biggest area cells | edfxtp_1 54%, dfxtp_1 12%, mux4_2 9.0% |
| Critical path arrival | 3.32 ns |
| Post-Syn Area | roughly 8000 um2 |
| Top Layout Cells | 144 x edfxtp_1, 48 x dfxtp_1, 47 x nor2_1 |
| Diode count | 0 |
| Residual DRC | 0 |
| Number of global-route vias before repair | 4227 |
| Worst Max-Slew Pin Slew | 0.819 ns |
| Cell taking the most area after synthesis | edfxtp_1 |
| Cell count after synthesis | 536 |
| GP Congestion | 0.772 |
| Hold buffers post-CTS | 0 |
| Init Core Util | 0.519 |
| Final ANT Viol Nets | 0 |
| Final Max Slew Viols | 0 |
| FF-to-FF Start | UART_RX.tick[8]$_SDFF_PN0_ |
| Cycle use final | 0.711 |
| Unrepaired setup endpoints after global routing | false |
| Flop2flop setup slack | 3.49 ns |
| Reg2reg end | UART_RX.fifo[8][6]$_DFFE_PP_ |
| Non-Filler Instances | 785 |
| CTS resizes | 0 |
| FF+latch area | roughly 5300 um2 |
| CTS Root Cell | clkbuf_16 |
| Initial antenna violation count | 0 |
| Placed wire-length estimate | about 8600 um |
| Pwr Density | 265 nW/um2 |
| WS Path Type | in -> out |
| Hold Crit Start | UART_RX.Q0$_DFF_P_ |
| Die height | 128 um |
| Share of cells above drive strength 1 | 0.127 |
| YS chip area | 7970 um2 |
| DR iter-0 viols | between 200 and 250 |
| Ys flop type | edfxtp_1 |
| Endpoint, Worst Hold | UART_RX.Q1$_DFF_P_ |
| Largest net degree at the start of global routing | 32 |
worst max-delay path by stage:
stage          from         end  cells after the start  slack, ns
6_report  i_addr[1]  o_dat_r[1]                      5       1.88
5_1_grt   i_addr[1]  o_dat_r[0]                      5       1.74
4_1_cts   i_addr[1]  o_dat_r[1]                      5       1.87
kinds of logic after synthesis:
| kind of cell | count (synthesis) | synth area share |
|---|---|---|
| and+or+nand+nor | 145 | 0.0921 |
| other | 1 | 0.000470 |
| AOI/OAI and AO/OA | 41 | 0.0347 |
| buffers and inverters | 66 | 0.0436 |
| muxes | 49 | 0.112 |
| DFF | 193 | 0.666 |
| xor gates and xnor gates | 27 | 0.0297 |
| adders and majority gates | 14 | 0.0220 |
cell usage after synthesis (all sizes together), types with 2 or more instances:
cell type  instances
o22ai              8
inv               19
nor4               6
mux4              32
and4               6
o21ai              5
clkbuf            15
and2              12
nor4b              3
nand3             14
nand3b             2
xnor2             21
edfxtp           144
ha                14
or4                7
mux2i             16
o31ai              3
and3               4
nand2             29
or3                2
nor2              47
o21bai             2
nand4              3
a21oi             10
xor2               6
buf               32
dfxtp             49
a311oi             9
nor3               6
flip-flops by register name (all words and copies together) (netlist names), named ones only:
name,count
UART_RX.tick,12
UART_RX.run,1
UART_RX.bitcnt,4
UART_TX.bitcnt,4
UART_RX.outptr,4
UART_TX.shreg,9
UART_TX.run,1
UART_RX.inptr,4
UART_RX.shreg,8
UART_RX.Q0,1
UART_RX.fifo,128
UART_RX.Q1,1
UART_TX.tick,12
critical path, cell delays in order:
cell	delay, ns
clkdlybuf4s50_1	0.44
or4_1	0.74
o22ai_1	0.22
o21bai_1	0.13
clkdlybuf4s50_1	0.48
through the flow:
step                total power [mW]  setup slack [ns]  utilization  hold slack [ns]
CTS                             2.39              1.87        0.580            0.371
detailed placement              1.37              1.87        0.542            0.362
floorplan                       1.36              2.98            -            0.332
finish                          2.36              1.88        0.580            0.370
global route                    2.44              1.74        0.580            0.374
global placement                1.37              1.88        0.542            0.339
routing by layer:
metal / track usage / vias to the layer above / wire [um]
li1: - / 2021 / -
met5: 0 / - / 0
met4: 0.0201 / 0 / 167
met2: 0.302 / 150 / 6800
met3: 0.0961 / 12 / 1310
met1: 0.271 / 1992 / 5320
power groups by stage:
stage | combinational [mW] | clock (mW) | sequential [mW]
finish | 0.0299 | 1.02 | 1.31
global route | 0.0341 | 1.09 | 1.31
CTS | 0.0305 | 1.04 | 1.31
cell type report:
class	instances	area share
timing repair buffer	29	0.0314
inverter	19	0.00800
multi-input combinational	301	0.270
clock buffer	17	0.0477
clock inverter	15	0.0175
tap	211	0.0296
sequential	193	0.595
Power is estimated from default activity; no workload was simulated.
